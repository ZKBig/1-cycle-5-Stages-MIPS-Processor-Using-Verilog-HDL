===== flow/design.v =====
module ID_EX(RegWriteD, MemtoRegD, MemWriteD, ALUControlD, ext_imm32E, ext_imm32D,
	     ALUsrcD, RegDstD, RD1_D, RD2_D, RtD, RdD,
	     RegWriteE, MemtoRegE, MemWriteE, ALUControlE, 
	     ALUsrcE, RegDstE, RD1_E, RD2_E, RtE, RdE,
             clk, data_in_D, data_in_E, clr, RsE, RsD);
input RegWriteD, MemtoRegD, MemWriteD, ALUsrcD, RegDstD, clk, clr;
input [1:0] ALUControlD;
input [31:0] RD1_D, RD2_D, data_in_D, ext_imm32D;
input [4:0] RtD, RdD, RsD;
output reg RegWriteE, MemtoRegE, MemWriteE, ALUsrcE, RegDstE;
output reg[1:0] ALUControlE;
output reg[31:0] RD1_E, RD2_E, data_in_E, ext_imm32E;
output reg[4:0] RtE, RdE, RsE;
always@(posedge clk)
begin
if(clr)
begin
     RegWriteE <= 0;
     MemtoRegE <= 0;
     MemWriteE <= 0;
     ALUsrcE <= 0;
     RegDstE <= 0; 
     ALUControlE <= 0;
     RD1_E <= 0;
     RD2_E <= 0; 
     data_in_E <= 0;
     RtE <= 0; 
     RdE <= 0;
     RsE <= 0;
     ext_imm32E <= 0;
end
else begin
     RegWriteE <= RegWriteD;
     MemtoRegE <= MemtoRegD;
     MemWriteE <= MemWriteD;
     ALUsrcE <= ALUsrcD;
     RegDstE <= RegDstD;
     ALUControlE <= ALUControlD;
     RD1_E <= RD1_D;
     RD2_E <= RD2_D; 
     data_in_E <= data_in_D;
     RtE <= RtD; 
     RdE <= RdD;
     RsE <= RsD;
     ext_imm32E <= ext_imm32D;
end
end
endmodule

===== flow/config.mk =====
export PLATFORM = sky130hd
export DESIGN_NAME = ID_EX
export DESIGN_NICKNAME = ID_EX
export VERILOG_FILES = /design/flow/design.v
export SDC_FILE = /design/flow/constraint.sdc
export NUM_CORES = 4
export LEC_CHECK = 1
export CORE_UTILIZATION = 30

===== flow/run.sh =====
#!/bin/bash
# OpenROAD 26Q1-2900-gdf79404cd8, Yosys 0.63+post, stock flow scripts
make -C /OpenROAD-flow-scripts/flow DESIGN_CONFIG=/design/flow/config.mk WORK_HOME=/design/flow/orfs finish

===== flow/constraint.sdc =====
current_design ID_EX

set clk_period 1.0
set clk_io_pct 0.2

create_clock -name clk0 -period $clk_period [get_ports {clk}]

set non_clock_inputs [all_inputs -no_clocks]
set_input_delay [expr $clk_period * $clk_io_pct] -clock clk0 $non_clock_inputs
set_output_delay [expr $clk_period * $clk_io_pct] -clock clk0 [all_outputs]

==> results.sh <==
# implementation run metrics
export IMPL_area_leaders="dfxtp_1 (75%), nor2b_1 (23%), buf_2 (1.9%), buf_4 (0.19%)"
export IMPL_final_util_pct=55.6
export IMPL_largest_area_cell="dfxtp_1"
export IMPL_met2_length_um=5480
export IMPL_async_reset_ff_share_pct=0
export IMPL_area_delta_synth_final_pct=77.2
export IMPL_die_h_um=118
export IMPL_setup_violations=101
export IMPL_cp_start_kind="flop"
export IMPL_setup_slack_ps=-55.6
export IMPL_crit_buf_inv=1
export IMPL_syn_area_per_cell_um2=12.7
export IMPL_drt_initial_drc_count=124
export IMPL_tns_ps=-989
export IMPL_rows=41
export IMPL_power_leakage_uw=0.00322
export IMPL_warnings=27
export IMPL_required_ps=800
export IMPL_n_antenna_cell=0
export IMPL_vias=3096
export IMPL_fin_cells=810
export IMPL_critical_path_cell_count=1
export IMPL_grt_pass1_wl_um=17300
export IMPL_gp_congestion=0.779
export IMPL_critical_path_max_stage_delay_ps=330
export IMPL_crit_chain="buf_6"
export IMPL_maxCapViolCount=0
export IMPL_netlist_area_um2=4020
export IMPL_fp_util_pct=31.4
export IMPL_cts_num_sinks=150
export IMPL_drc=0
export IMPL_dp_hpwl_um=8630
export IMPL_status="complete, but fails checks"
export IMPL_cpLargestDelayFamily="flip-flops"
export IMPL_ant_nets=0
export IMPL_critPathCaptureType="primary output"
export IMPL_cp_max_fo=1
export IMPL_clk_path_buf_depth=2
export IMPL_clk_pin_slew_ps=60
export IMPL_crit_start="ALUsrcE"
export IMPL_syn_instance_count=316
export IMPL_crit_slowest_cell="dfxtp_2"
export IMPL_die_w_um=118
export IMPL_finalHoldViolCount=0
export IMPL_h_tree_depth=4
export IMPL_grt_total_usage_pct=16.9
export IMPL_cts_hold_buf=0
export IMPL_detail_route_first_pass_iterations=4
export IMPL_ir_drop_mv=1.22
export IMPL_wire_per_inst_um=14.0
export IMPL_dp_cells=778
export IMPL_edf_count=0
export IMPL_cp_arrival_ps=860
export IMPL_hold_slack_ps=83.9
export IMPL_critPathCapture="ALUsrcE"
export IMPL_ys_cells=316
export IMPL_drt_vias_per_instance=3.82
export IMPL_grt_overflow=0
export IMPL_drt_met1_wl_um=4340
export IMPL_finalMaxSlewViolations=0
export IMPL_grt_start_max_net_pins=43
export IMPL_fmax_ghz=0.947
export IMPL_ys_warn_count=1
export IMPL_p_per_area_nw_per_um2=1940
export IMPL_period_minus_slack_ps=1060
export IMPL_grt_pass1_vias=3084
export IMPL_netlist_cell_type_count=4
export IMPL_hold_path_class="in -> reg"
export IMPL_relSlewSlack_pct=84.5
export IMPL_port_buffers=301
export IMPL_die_area_um2=13900
export IMPL_rsz0062_at_grt="true"
export IMPL_wl_met3_um=1180
export IMPL_core_area_um2=12800
export IMPL_drive_above_1_share_pct=32.1
export IMPL_tightest_slew_ps=232
export IMPL_cts_buffers=17
export IMPL_io_pins=302
export IMPL_violations="negative setup slack"
export IMPL_synth_cells_most_frequent="dfxtp_1 (150), nor2b_1 (150), buf_2 (15)"
export IMPL_period_used_pct=106
export IMPL_synth_seq_share_pct=74.6
export IMPL_cts_root_buf="clkbuf_16"
export IMPL_nFillCells=1122
export IMPL_post_cts_setup_buffers=0
export IMPL_antenna_found_initial=0
export IMPL_wl_um=11300
export IMPL_placed_area_um2=7240
export IMPL_yosys_stat_area_um2=4020
export IMPL_ys_flop_type="dfxtp_1"
export IMPL_cts_tree="done"
export IMPL_synth_flops=150
export IMPL_yosys_area_top_type_share_pct=74.6
export IMPL_dr_max_layer_used="met4"
export IMPL_crit_type="reg -> out"
export IMPL_post_route_cell_area_um2=7130
==> metal layers <==
| metal | vias to the layer above | global-route usage, % |
|---|---|---|
| li1 | 1566 | - |
| met1 | 1320 | 20.4 |
| met2 | 191 | 28.5 |
| met3 | 19 | 6.72 |
| met4 | 0 | 4.17 |
| met5 | - | 0 |
==> per-stage QoR <==
step                      total power (µW)  worst slack (ps)
final                                13900             -55.6
after global routing                 14500             -97.7
after CTS                            14000             -93.2
after detailed placement              7990             -96.8
after global placement                7990              -102
after floorplan                       6700               346
==> timing repair <==
action | CTS | global route
endpoints found under the setup margin | 150 | 150
endpoints found under the hold margin | 0 | 0
cloned | 0 | 0
gates resized | 496 | 5
==> cells in the final DEF (no fill, tap or decap) <==
cell             instances
bufinv_16                3
buf_2                  147
clkbuf_8                 2
clkdlybuf4s50_1        150
clkinvlp_4               2
buf_12                   3
clkinv_2                 4
clkbuf_1                 4
nor2b_1                150
buf_6                    3
buf_4                    3
dfxtp_1                129
clkbuf_16               17
dfxtp_2                 21
==> logic make-up after synthesis <==
family	count (synthesis)	synth area share, %
buf+inv	16	2.05
flops	150	74.6
simple gates	150	23.3
==> cell type report <==
cell class	count	area, µm²	area share (%)
sequential	150	3030	42.5
timing repair buffer	306	2350	33.0
multi-input combinational	150	938	13.2
clock buffer	23	468	6.56
tap	172	215	3.02
clock inverter	9	125	1.76
==> registers in the layout (all words and copies together), names as in the netlist <==
name / flops
RegWriteE: 1
RegDstE: 1
data_in_E: 32
RD1_E: 32
RD2_E: 32
MemtoRegE: 1
RtE: 5
RdE: 5
ALUsrcE: 1
ext_imm32E: 32
MemWriteE: 1
ALUControlE: 2
RsE: 5
==> how the worst min path moves through the flow <==
stage | start | endpoint | slack (ps) | cells past startpoint
CTS | clr | RsE[3] | 70 | 2
global route | clr | MemWriteE | 80 | 2
finish | clr | RsE[3] | 80 | 2
==> power breakdown <==
part | total, µW | internal, µW | switching [µW]
combinational | 1170 | 884 | 282
sequential | 6380 | 6310 | 68.6
clock | 6320 | 4040 | 2280
total | 13900 | 11200 | 2630
Power and IR drop assume default switching activity.
