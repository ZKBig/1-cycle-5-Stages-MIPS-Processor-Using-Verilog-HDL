--- design.v ---
module EX_MEM(RegWriteE, MemtoRegE, MemWriteE,clk, 
	      ALUOutE, WriteDataE, WriteRegE,
	      RegWriteM, MemtoRegM, MemWriteM,
	      ALUOutM, WriteDataM, WriteRegM);
input RegWriteE, MemtoRegE, MemWriteE, clk;
input [4:0] WriteRegE;
input [31:0] ALUOutE, WriteDataE;
output reg RegWriteM, MemtoRegM, MemWriteM;
output reg [4:0] WriteRegM;
output reg [31:0] ALUOutM, WriteDataM;
reg RegWrite, MemtoReg, MemWrite;
reg [4:0] WriteReg;
reg [31:0] ALUOut, WriteData;
always@(posedge clk)
begin
RegWrite = RegWriteE;
MemtoReg = MemtoRegE;
MemWrite = MemWriteE;
WriteReg = WriteRegE;
ALUOut = ALUOutE;
WriteData = WriteDataE;
end
always@(negedge clk)
begin
RegWriteM <= RegWrite;
MemtoRegM <= MemtoReg;
MemWriteM <= MemWrite;
WriteRegM <= WriteReg;
ALUOutM <= ALUOut;
WriteDataM <= WriteData;
end
endmodule
--- run.sh ---
#!/bin/bash
# OpenROAD 26Q1-2900-gdf79404cd8, Yosys 0.63+post, stock flow scripts
make -C /OpenROAD-flow-scripts/flow DESIGN_CONFIG=/design/flow/config.mk WORK_HOME=/design/flow/orfs finish
--- config.mk ---
export PLATFORM = sky130hd
export DESIGN_NAME = EX_MEM
export DESIGN_NICKNAME = EX_MEM
export VERILOG_FILES = /design/flow/design.v
export SDC_FILE = /design/flow/constraint.sdc
export NUM_CORES = 4
export LEC_CHECK = 1
export CORE_UTILIZATION = 50
--- constraint.sdc ---
current_design EX_MEM

set clk_period 1.0
set clk_io_pct 0.2

create_clock -name clk0 -period $clk_period [get_ports {clk}]

set non_clock_inputs [all_inputs -no_clocks]
set_input_delay [expr $clk_period * $clk_io_pct] -clock clk0 $non_clock_inputs
set_output_delay [expr $clk_period * $clk_io_pct] -clock clk0 [all_outputs]
==> results.txt <==
yosys + openroad results -> Error=[ERROR DPL-0036] Detailed placement failed., FP Rows=27, Yosys chip area=2890 µm², Post-Syn Instances=around 150, Mean Syn Cell Area=~20 µm², Ys Warns=1, top cells by area=dfxtp_1 100%, inv_1 0.13%, status=did not finish, Die H=roughly 78 µm, Failed at=4_1_cts, area share, top type=between 90 and 100%, Placement Cell Area=~4400 µm², Cells after DPL=about 360, Ports=145, H-tree levels=4, FF+latch count, synth=144, Clk Tree Root Cell=clkbuf_8, CTS Buf Count=17, Synth cell types=2, PortBufs=approximately 140, FP Core Util=roughly 52%, Mapped Area=between 2000 and 3000 µm², Placer Congestion=roughly 0.75, DP HPWL=about 3.7 mm, Horiz. Die Dim=just under 80 µm, CTS max path bufs=2, CTS sink cnt=roughly 140, # Cells Yosys=about 150, post-synthesis sequential area ratio=between 90% and 100%, leading area contributor after synthesis=dfxtp_1, setup slack after placement=-521 ps
## cells by family after synthesis
kind of cell | count (synthesis) | synth area share, %
buffers and inverters | 1 | 0.130
DFF | 144 | 99.9
## synth_stat cells
cell and n:
dfxtp_1 144, inv_1 1
